--- /design/flow/constraint.sdc ---
current_design mult_top

set clk_period 12.8
set clk_io_pct 0.2

create_clock -name clk0 -period $clk_period [get_ports {clk}]

set non_clock_inputs [all_inputs -no_clocks]
set_input_delay [expr $clk_period * $clk_io_pct] -clock clk0 $non_clock_inputs
set_output_delay [expr $clk_period * $clk_io_pct] -clock clk0 [all_outputs]
--- /design/flow/config.mk ---
export PLATFORM = sky130hd
export DESIGN_NAME = mult_top
export DESIGN_NICKNAME = mult_top
export VERILOG_FILES = /design/flow/design.v
export SDC_FILE = /design/flow/constraint.sdc
export NUM_CORES = 4
export LEC_CHECK = 1
export CORE_UTILIZATION = 40
--- /design/flow/run.sh ---
#!/bin/bash
# OpenROAD 26Q1-2900-gdf79404cd8, Yosys 0.63+post, stock flow scripts
make -C /OpenROAD-flow-scripts/flow DESIGN_CONFIG=/design/flow/config.mk WORK_HOME=/design/flow/orfs finish
--- /design/flow/design.v ---
module Mux2_1
(
input [3:0]mux_in_a,
input [3:0]mux_in_b,
input mux_sel,
output reg[3:0]mux_out
);
always@(mux_in_a,mux_in_b,mux_sel)
begin
case(mux_sel)
1'b0 : mux_out=mux_in_a;
1'b1 : mux_out=mux_in_b;
default: mux_out=4'b0000;
endcase
end
endmodule
module Shifter
(
input [7:0]inp,
input [1:0]shift_cntrl ,
output reg [15:0] shift_out
);
always@(inp,shift_cntrl)
begin
case(shift_cntrl)
2'b00: shift_out=inp;
2'b01: shift_out=inp<<4;
2'b10: shift_out=inp<<8;
2'b11: shift_out=inp;
default: shift_out=16'bx;
endcase
end
endmodule
module adder_16
(
input [15:0]dataa,
input [15:0]datab,
output[15:0]sum
);
assign sum = dataa + datab;
endmodule
module counter
(
input clk,
input aclr_n,
output [1:0]count_out
);
reg [1:0]Q_next,Q_reg; 
always@(posedge clk,negedge aclr_n)
begin
Q_reg<=Q_reg;
if(!aclr_n)
Q_reg<=2'b00;
else
Q_reg<=Q_next;
end
always@(Q_reg)
begin
Q_next=Q_reg+(1'b1);
end
assign count_out=Q_reg;
endmodule
module mult4_4
(
input [3:0]data_a,
input [3:0]data_b,
output[7:0]product_
);
assign product_ = data_a * data_b;
endmodule
module mult_control
(
input clk,
input reset_a,
input start,
input [1:0]count,
output reg [1:0]input_sel,
output reg [1:0]shift_sel,
output reg [2:0]state_out,
output reg done,
output reg clk_ena,
output reg sclr_n
);
reg [2:0]state_reg,state_next;
localparam IDLE = 3'b000;
localparam LSB  = 3'b001;
localparam MID  = 3'b010;
localparam MSB  = 3'b011;
localparam CALC_DONE =3'b100 ;
localparam ERR  = 3'b101 ;
always@(posedge clk,negedge reset_a)
begin
if(!reset_a)
state_reg<=IDLE;
else
state_reg<=state_next;
end
always@(*)
begin
        input_sel = 2'b00;
        shift_sel = 2'b00;
        done =1'b0;
        clk_ena =1'b0;
        sclr_n = 1'b0;
        state_out=IDLE;
   case(state_reg)
   IDLE:
   begin
      state_out=IDLE;
       if(start==1'b1)
         begin
          state_next=LSB;
         input_sel=2'b00;
         shift_sel=2'b00;
         done=1'b0;
         clk_ena=1'b1;
         sclr_n=1'b0;
         end
        else
        begin
         state_next=IDLE;
         input_sel=2'b00;
         shift_sel=2'b00;
         done=1'b0;
         clk_ena=1'b0;
         sclr_n=1'b1;
       end
   end
LSB:
 begin
 state_out=LSB; 
    if( (start == 1'b0) && (count == 2'b00) )
     begin
        state_next=MID;
        input_sel=2'b00;
        shift_sel=2'b00;
        done=1'b0;
        clk_ena=1'b1;
        sclr_n=1'b1;
     end
    else
     begin
        state_next=ERR;
        input_sel=2'b00;
        shift_sel=2'b00;
        done=1'b0;
        clk_ena=1'b0;
        sclr_n=1'b1;
     end  
 end
MID:
begin
 state_out=MID;
  if( (start == 1'b0) && (count == 2'b01) )
   begin
        state_next=MID;
        input_sel=2'b01;
        shift_sel=2'b01;
        done=1'b0;
        clk_ena=1'b1;
        sclr_n=1'b1;
   end
  else if( (start == 1'b0) && (count == 2'b10) )
   begin
        state_next=MSB;
        input_sel=2'b10;
        shift_sel=2'b01;
        done=1'b0;
        clk_ena=1'b1;
        sclr_n=1'b1;     
   end 
  else
   begin
        state_next=ERR;
        input_sel=2'b00;
        shift_sel=2'b00;
        done=1'b0;
        clk_ena=1'b0;
        sclr_n=1'b1;  
   end
end
MSB:
begin 
 state_out=MSB; 
 if((start == 1'b0) && (count == 2'b11))
  begin
        state_next=CALC_DONE;
        input_sel=2'b11;
        shift_sel=2'b10;
        done=1'b0;
        clk_ena=1'b1;
        sclr_n=1'b1;
  end
 else
  begin
  	state_next=ERR;
        input_sel=2'b00;
        shift_sel=2'b00;
        done=1'b0;
        clk_ena=1'b0;
        sclr_n=1'b1;   
  end
end
CALC_DONE:
 begin
  state_out=CALC_DONE;
  if(start==1'b1)
   begin
 	state_next=ERR;
        input_sel=2'b00;
        shift_sel=2'b00;
        done=1'b0;
        clk_ena=1'b0;
        sclr_n=1'b1;
   end
  else
   begin
  	state_next=IDLE;
        input_sel=2'b00;
        shift_sel=2'b00;
        done=1'b1;
        clk_ena=1'b0;
        sclr_n=1'b1;  
   end
end
ERR:
 begin
 state_out=ERR;
 if(start == 1'b1)
  begin
        state_next=LSB;
        input_sel=2'b00;
        shift_sel=2'b00;
        done=1'b0;
        clk_ena=1'b1;
        sclr_n=1'b0;
  end
 else
  begin
	state_next=ERR;
        input_sel=2'b00;
        shift_sel=2'b00;
        done=1'b0;
        clk_ena=1'b0;
        sclr_n=1'b1;  
end 
end
default :
 begin
 state_next=state_reg;
 state_out=IDLE;
 end
endcase
end
endmodule
module mult_top
(
input [7:0] dataa,
input [7:0] datab,
input start,
input reset_a,
input clk,
output done_flag,
output [15:0] product8x8_out,
output seg_a,
output seg_b,
output seg_c,
output seg_d,
output seg_e,
output seg_f,
output seg_g
);
wire sclr_n,clk_ena;
wire [1:0]sel,shift,count;
wire [2:0]state_out;
wire [3:0]aout,bout;
wire [7:0]product;
wire [15:0]shift_out,sum;
Mux2_1 mux4_1(.mux_in_a(dataa[3:0]),.mux_in_b(dataa[7:4]),.mux_sel(sel[1]),.mux_out(aout));
mult4_4 mult4x4 (.data_a(aout),.data_b(bout),.product_(product));
Mux2_1 mux4_2(.mux_in_a(datab[3:0]),.mux_in_b(datab[7:4]),.mux_sel(sel[0]),.mux_out(bout));
Shifter shifter(.inp(product),.shift_cntrl(shift),.shift_out(shift_out));
adder_16 adder(.dataa(shift_out),.datab(product8x8_out),.sum(sum));
reg16 reg_16(.clk(clk),.sclr_n(sclr_n),.clk_ena(clk_ena),.datain(sum),.reg_out(product8x8_out));
counter counter_(.clk(clk),.aclr_n(~start),.count_out(count));
mult_control multiplier_control(.clk(clk),.reset_a(reset_a),.start(start),.count(count),
                                .input_sel(sel),.shift_sel(shift),.state_out(state_out),
         			.done(done_flag),.clk_ena(clk_ena),.sclr_n(sclr_n));
seven_segment_cntrl seven_seg(.inp(state_out),.seg_a(seg_a),.seg_b(seg_b),.seg_c(seg_c),
 			      .seg_d(seg_d),.seg_e(seg_e),.seg_f(seg_f),.seg_g(seg_g));
endmodule
module reg16
(
input clk,
input sclr_n,
input clk_ena,
input [15:0] datain,
output reg[15:0] reg_out
);
always@(posedge clk)
begin
if(clk_ena==1'b1&&sclr_n==1'b0)
reg_out<=16'b0;
else if(clk_ena==1'b1&&sclr_n==1'b1)
reg_out<=datain;
else 
reg_out<=reg_out;
end
endmodule
module seven_segment_cntrl
(
input [2:0]inp,
output seg_a,
output seg_b,
output seg_c,
output seg_d,
output seg_e,
output seg_f,
output seg_g
);
reg [6:0]seg;
always@(inp)
begin
case(inp)
3'b000:seg=7'b1111110;
3'b001:seg=7'b0110000;
3'b010:seg=7'b1101101;
3'b011:seg=7'b1111001;
default:seg=7'b1001111;
endcase
end
assign{seg_a,seg_b,seg_c,seg_d,seg_e,seg_f,seg_g}=seg;
endmodule
==> results.txt <==
WP data required = 12.97 ns
CTS tree = yes
warning total across the stage logs = 29
pre-CTS WS = 4.564 ns
Largest stage delay, worst path = 0.64 ns
Worst Path Max Fanout = 15
layout cell share with drive strength beyond 1 = 0.05556
Slew @ Worst Pin = 0.7035 ns
Synth Area per Inst = 8.316 um2
vias in the first global route = 1972
cell-internal power = 191.3 uW
PostCTS Resize Cnt = 0
combinational share of power = 0.492
final worst slack = 4.843 ns
cell area after synthesis = 0.002354 mm2
Reg area = 521.8 um2
Worst Hold Class = reg2reg
Flop pwr share = 0.330
Worst path slowest cell = clkdlybuf4s50_1
status = finished, final reports clean
max FFs per register = 16
Via density = 5.124
Max Freq = 125.7 MHz
maximum clock path buffer count = 2
max cap viols = 0
Gate Count Post-Synth = 283
Max VDD drop = 0.06811 mV
Commonest cells post-synth = ha_1 (33), nand2_1 (33), o21ai_0 (27)
synth warn = 6
crit end category = flip-flop
clk_skew = 0.009610 ns
Crit path top cell by count = a21oi_1
Async SR Flop Fraction = 0.3333
DP HPWL = 4.112 mm
Rows = 27
CTS buffer count = 3
YS chip area = 0.002354 mm2
total power = 295.8 uW
die width = 78.71 um
leakage = 0.001282 uW
Avg WL per Cell = 12.85 um
power per cell area = 101.9 mW/mm2
Reg clk slew, reported paths = 0.09 ns
ys cells = 283
Final Wtd Congestion = 0.8632
largest net degree at the start of global routing = 16
CP Launch Type = primary input
synth-to-layout area growth = 23.34%
clock sink count = 24
post-route clock period utilization = 0.6216
WL final = 5.088 mm
Post-synth EDFFs = 0
Unique cell types = 44
H-tree levels = 1
CTS Root Cell = clkbuf_8
CP Cell Sequence = clkdlybuf4s50_1 -> a21oi_1 -> mux2i_1 -> or2_2 -> fa_1 -> inv_1 -> fa_1 -> ha_1 -> a211oi_1 -> o21bai_1 -> a21oi_1 -> xnor2_1 -> a22o_1 -> ha_1 -> a21o_1 -> a21oi_1 -> o211ai_1 -> a21o_1 -> a31oi_1 -> xor2_1 -> o21ai_1
FP Util = 0.4222
Dominant cell area share = 0.1754
post-CTS repair timing setup buffer count = 0
DRC = 0
setup TNS = 0 ns
WP buf/inv = 2
dominant cell type by area after synthesis = ha_1
initial antenna violation count = 0
max-slew violations = 0
core area = 0.005574 mm2
1st-iter DRT viols = 109
Net Sw Frac = 0.3532
cell family with most CP delay = AND-OR/OR-AND gates
Remaining Overflow, GRT = 0
clock power share = 0.178
full die area = 0.006194 mm2
Yosys reg bits = 24
dominant synthesized flop cell = dfxtp_1
RSZ-0062 raised after global routing = false
first-pass GRT wire length = 9.094 mm
antenna viol nets, final = 0
number of diodes = 0
DR vias = 2029
register area share after synthesis = 0.2217
Top Ports = 43
minimum clock period = 7.957 ns
final setup vio count = 0
PortBufs = 42
hold buffer count at cts = 0
GR Util All Layers = 0.1864
final hold violation count = 0
critical path class = in2reg
Top cells by area = ha_1 (18%), dfxtp_1 (14%), dfrtp_1 (7.4%)
crit path DAT = 8.13 ns
Pre-Repair DR Iteration Count = 4
Worst-Skew Late Latency = 0.27 ns
Rel. slew slack = 0.5278
FILL cells = 562
sw power = 104.5 uW
combinational gate area = 0.001733 mm2
chip height = 78.71 um
-- metrics by stage --
step | instances | instance area (um2) | utilization | hold WS [ns]
CTS | 396 | 2903 | 0.5208 | 0.4831
global route | 396 | 2903 | 0.5208 | 0.5171
global placement | 392 | 2848 | 0.5109 | 0.4656
floorplan | 283 | 2354 | - | 0.4315
detailed placement | 392 | 2848 | 0.5109 | 0.4638
finish | 396 | 2903 | 0.5208 | 0.4764
-- final cells by class --
type,count,area share
multi-input cells,234,0.5970
flip-flops and latches,24,0.1797
clock buffers,4,0.01897
repair buffers,44,0.1500
well taps,72,0.03103
inverters,18,0.02328
-- worst paths after layout --
path / slack (ns) / startpoint / end / cells past startpoint
max: 4.84 / start / reg_16.reg_out[14] / 21
min: 0.48 / reg_16.reg_out[14] / reg_16.reg_out[14] / 2
max reg2reg: 7.07 / counter_.Q_reg[1] / reg_16.reg_out[14] / 23
min reg2reg: 0.48 / reg_16.reg_out[14] / reg_16.reg_out[14] / 2
max in group asynchronous: 9.83 / start / counter_.Q_reg[0] / 2
min in group asynchronous: 2.54 / reset_a / multiplier_control.state_reg[5] / 1
-- power groups by stage --
stage / clock, uW / combinational (uW) / sequential (uW)
after global routing: 58.0 / 164 / 99.0
after CTS: 55.0 / 146 / 97.7
final: 52.7 / 146 / 97.6
-- metal layers --
metal  vias up  part of all wire  global-route usage
met1       918              0.55              0.2976
met3         2             0.016            0.009335
met4         0            0.0079             0.01667
li1       1083                 -                   -
met5         -                 0                   0
met2        26              0.42              0.2939
-- cell families after synthesis --
| kind of cell | after synthesis | share of synthesized area |
|---|---|---|
| adder cells (fa/ha/maj) | 38 | 0.2180 |
| AND-OR/OR-AND | 88 | 0.2541 |
| multiplexers | 10 | 0.04253 |
| buffers and inverters | 25 | 0.04200 |
| XOR/XNOR | 16 | 0.05955 |
| flip-flops | 24 | 0.2217 |
| AND/OR/NAND/NOR | 82 | 0.1622 |
-- cell usage in the layout (no fill, tap or decap), drive strengths merged --
| cell type | synthesis | routed |
|---|---|---|
| fa | 5 | 5 |
| a21oi | 21 | 21 |
| a211oi | 3 | 3 |
| a21o | 7 | 7 |
| xnor2 | 8 | 8 |
| o21a | 4 | 4 |
| dfxtp | 16 | 16 |
| o31ai | 2 | 2 |
| o21ai | 31 | 31 |
| o21bai | 1 | 1 |
| nand3b | 2 | 2 |
| nor2 | 21 | 21 |
| nand4 | 1 | 1 |
| nor2b | 6 | 6 |
| o211ai | 3 | 3 |
| clkbuf | 5 | 4 |
| a31oi | 3 | 3 |
| o31a | 2 | 2 |
| o311ai | 2 | 2 |
| nand3 | 4 | 4 |
| and4 | 1 | 1 |
| nand2 | 33 | 33 |
| buf | 2 | 2 |
| mux2i | 10 | 10 |
| a22o | 9 | 9 |
| or2 | 6 | 6 |
| clkdlybuf4s50 | 0 | 42 |
| inv | 18 | 18 |
| nor4 | 1 | 1 |
| ha | 33 | 33 |
| and2 | 6 | 6 |
| dfrtp | 7 | 7 |
| dfstp | 1 | 1 |
| xor2 | 8 | 8 |
| nor4bb | 1 | 1 |
-- worst register-to-register path: cells and delay by family, from the launching register on --
kind | cells | cell delay [ns]
mux | 1 | 0.22
xor+xnor | 2 | 0.42
simple gates | 2 | 0.44
compound gates | 11 | 2.17
buf+inv | 2 | 0.13
fa+ha+maj | 5 | 1.85
flops | 1 | 0.40
Power and IR drop assume default switching activity.
